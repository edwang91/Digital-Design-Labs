--- /design/flow/config.mk ---
export PLATFORM = sky130hd
export DESIGN_NAME = DetectWinner
export DESIGN_NICKNAME = DetectWinner
export VERILOG_FILES = /design/flow/design.v
export SDC_FILE = /design/flow/constraint.sdc
export NUM_CORES = 4
export LEC_CHECK = 1
export CORE_AREA = 10 10 70 70
export DIE_AREA = 0 0 80 80
--- /design/flow/run.sh ---
#!/bin/bash
# OpenROAD 26Q1-2900-gdf79404cd8, Yosys 0.63+post, stock flow scripts
make -C /OpenROAD-flow-scripts/flow DESIGN_CONFIG=/design/flow/config.mk WORK_HOME=/design/flow/orfs finish
--- /design/flow/constraint.sdc ---
current_design DetectWinner

set clk_period 1.0
set clk_io_pct 0.2

create_clock -name clk0 -period $clk_period

set non_clock_inputs [all_inputs -no_clocks]
set_input_delay [expr $clk_period * $clk_io_pct] -clock clk0 $non_clock_inputs
set_output_delay [expr $clk_period * $clk_io_pct] -clock clk0 [all_outputs]
--- /design/flow/design.v ---
module DetectWinner( input [8:0] ain, bin, output [7:0] win_line );
   assign win_line[0] = ain[8] & ain[7] & ain[6] | bin[8] & bin[7] & bin[6]; 		 
	assign win_line[1] = ain[5] & ain[4] & ain[3] | bin[5] & bin[4] & bin[3];		 
	assign win_line[2] = ain[2] & ain[1] & ain[0] | bin[2] & bin[1] & bin[0];		 
	assign win_line[3] = ain[2] & ain[5] & ain[8] | bin[2] & bin[5] & bin[8];
	assign win_line[4] = ain[1] & ain[4] & ain[7] | bin[1] & bin[4] & bin[7];
	assign win_line[5] = ain[0] & ain[3] & ain[6] | bin[0] & bin[3] & bin[6];
	assign win_line[6] = ain[8] & ain[4] & ain[0] | bin[8] & bin[4] & bin[0];
	assign win_line[7] = ain[2] & ain[4] & ain[6] | bin[2] & bin[4] & bin[6];
endmodule
==> flow_summary.yaml <==
# yosys + openroad results
run_status:
  status: "finished clean"
finish:
  drive_above_1_share_pct: 56.00
  fillers: 397
  final_common_cell: "nand3_2"
  mostFrequentLayoutCells: "10 x nand3_2, 7 x nand2_1, 7 x buf_6"
  fin_cells: 96
  regArea_um2: 0
  n_clock_buffer: 0
  seq_cells: 0
  logic_area_um2: 162.7
  area_growth_syn_to_layout_pct: 309.1
timing:
  post-route-period-util_pct: 97.14
  setup_viol: 0
  hold_violations: 0
  layout_min_cycle_time_ps: 971.4
  slew_headroom_pct: 94.15
  fmax_ghz: 1.029
  fin_ws_ps: 28.63
  rsz0062_at_grt: "true"
  drv_slew: 0
  whs_ps: 675.2
  worst_pin_slew_ps: 87.73
placed_design:
  numPortBuffers: 26
  place_ws_ps: -597.0
  gp_congestion: 0.8249
  dp_cells: 96
worst_hold_path:
  worstHoldStart: "ain[8]"
  hp-class: "input port to output pin"
die:
  core_util_floorplan_pct: 3.223
  dieArea_um2: 6400
  core-area_um2: 3416
  fp.dieW_um: 80
  ioPinCount: 26
  die_y_um: 80
  num_rows: 21
synthesis:
  yosys.area_share.xor_xnor_pct: 0
  ys_chip_area_um2: 110.1
  ys_cells: 24
  yosys.area_share.simple_pct: 100.0
  synth.logic.top_family: "simple AND/OR/NAND/NOR gates"
  netlist_instances: 24
  synth_area_um2: 110.1
  post_synth_num_cell_types: 2
  postSynthSeqShare_pct: 0
  synth.avg_cell_area_um2: 4.588
  mux_share_pct: 0
  yosysWarnings: 0
  aoi_share_pct: 0
  synth.cellmix.adderShare_pct: 0
route:
  avgRoutedWirePerCell_um: 11.28
  drt_first_pass_iters: 4
  vias: 276
  route.detailed.drc: 0
  vias_per_cell: 2.875
  antenna_left: 0
  drt_iter0_drc: 1
  wl_mm: 1.083
  diodes: 0
power_and_ir_drop:
  pwr-share-clk_pct: 0
  pwr-share-seq_pct: 0
  p_switching_mw: 0.05580
  pwr-share-comb_pct: 100.0
  ir_drop_mv: 0.02893
  cellInternalPower_mw: 0.08675
  switching_share_pct: 39.15
  power_density_nw_per_um2: 316.5
  cellLeakagePower_nw: 0.2425
setup_path:
  cp.required_ps: 800
  crit_path_start: "ain[7]"
  critPathMaxFanout: 2
  critical_path.cell_chain: "clkdlybuf4s15_1, nand3_1, nand2_1, dlygate4sd2_1"
  slowest_delay_ps: 240
  cp.arrival_ps: 770
  start_kind: "input port"
  crit_type: "input port to output pin"
  cp_num_buf_inv: 2
  cp-end-kind: "output pin"
  slowest_stage: "dlygate4sd2_1"
  cp_top_family: "buffers and inverters"
global_routing:
  grt_usage_pct: 3.048
  grt_antenna_before_repair: 0
  grt_max_degree: 5
  grt_pass1_vias: 300
  grt_pass1_wl_mm: 1.593
  overflow: 0
job:
  tool_warnings: 34
  maxCapViolCount: 0
clock_network:
  postCtsSetupBuffers: 0
-- logic make-up after synthesis --
group | count (synthesis)
simple gates | 24
-- stage by stage --
stage | power [mW] | util, % | setup TNS, ps | area, µm²
4_1_cts | 0.1355 | 12.45 | -367.4 | 425.4
5_1_grt | 0.1578 | 13.19 | -2.768 | 450.4
3_5_place_dp | 0.1541 | 12.53 | -4557 | 427.9
3_3_place_gp | 0.1545 | 12.53 | -4518 | 427.9
6_report | 0.1425 | 13.19 | 0 | 450.4
2_1_floorplan | 0.01721 | - | 0 | 110.1
-- per-layer routing --
metal	vias to the layer above	GRT usage, %	part of all wire [%]
met3	0	1.136	16
met4	0	0	0
met2	19	5.377	44
li1	141	-	-
met1	116	3.626	40
met5	-	0	0
-- cells in the mapped netlist (all sizes together) --
cell type	number	share of area, %
nand2	8	27
nand3	16	73
-- area by class of cell --
cell class,instances,share of cell area [%]
multi-input cells,24,36.11
well taps,46,12.78
repair buffers,26,51.11
-- power groups by stage --
| stage | Combinational [mW] | Clock (mW) | Sequential, mW |
|---|---|---|---|
| CTS | 0.136 | 0 | 0 |
| global route | 0.158 | 0 | 0 |
| finish | 0.143 | 0 | 0 |
-- repair_timing --
item | 4_1_cts | 5_1_grt
gates resized | 76 | 23
pin swaps | 8 | 5
setup endpoints to repair | 8 | 6
hold buffers | 0 | 0
-- tightest hold or removal path, cell delays in order --
cell            delay [ps]
buf_6                   80
nand3_2                 50
nand2_1                 60
dlymetal6s2s_1          90
-- path summary, 6_finish.rpt --
check | cells after the start | end
setup / recovery | 4 | win_line[0]
hold / removal | 4 | win_line[3]
Power figures rest on the tool's default switching activity, not on a simulated workload.
