File: design.v
module ALU(Ain, Bin, ALUop, out, Z);
    input [15:0] Ain, Bin;
    input [1:0] ALUop;
    output [15:0] out;
    output Z;
    reg [15:0] out;
	 reg Z;
    always @* begin 
        case (ALUop)
            2'b00: out = Ain + Bin;
            2'b01: out = Ain - Bin;
            2'b10: out = Ain & Bin;
            2'b11: out = ~Bin;
            default: out = 16'bx;
        endcase
        if (out == 16'b0)
            Z = 1'b1;
        else
            Z = 1'b0;
    end  
endmodule
module datapath(clk, readnum, vsel, loada, loadb, shift, asel, bsel, ALUop, loadc, loads, writenum, write, datapath_in, Z_out, datapath_out);
	input clk, vsel, loada, loadb, asel, bsel, loadc, loads, write;
	input [2:0] readnum, writenum;
	input [1:0] shift, ALUop;
	input [15:0] datapath_in;
	output Z_out;
	output [15:0] datapath_out;
	wire [15:0] data_out_reg, data_to_regfile, data_to_shifter, data_to_operandsA, data_to_operandsB;
	wire [15:0] data_to_ALUA, data_to_ALUB, data_to_c, data_back, datapath_out;
	wire Z;
	regfile REGFILE(data_to_regfile, writenum, write, readnum, clk, data_out_reg);
	pipelineRegs Aregs(data_out_reg, loada, clk, data_to_operandsA);
	pipelineRegs Bregs(data_out_reg, loadb, clk, data_to_shifter);
	shifter SHIFT(data_to_shifter, shift, data_to_operandsB);
	operandMux Amux(data_to_operandsA, 16'b0, asel, data_to_ALUA);
	operandMux Bmux(data_to_operandsB, {11'b0, datapath_in[4:0]}, bsel, data_to_ALUB);
	ALU compute(data_to_ALUA, data_to_ALUB, ALUop, data_to_c, Z);
	statusReg status(Z, clk, loads, Z_out);
	pipelineRegs C(data_to_c, loadc, clk, data_back);
	assign datapath_out = data_back;
	writebackMux writeback(datapath_in, data_back, vsel, data_to_regfile);
endmodule
module writebackMux(datapath_in, datapath_back, vsel, data_out);
	input vsel;
	input [15:0] datapath_in, datapath_back;
	output [15:0] data_out;
	reg [15:0] data_out;
	always @* begin
		case (vsel)
			0: data_out = datapath_back;
			1: data_out = datapath_in;
			default: data_out = 16'bx;
		endcase
	end
endmodule
module pipelineRegs(data_in, load, clk, data_out);
	input [15:0] data_in;
	input load, clk;
	output [15:0] data_out;
	reg [15:0] data_out;
	wire [15:0] next_out;
	assign next_out = load ? data_in : data_out;		 
	always @(posedge clk) 
		data_out <= next_out;
endmodule
module operandMux(data_in, alternate_data, sel, out);
	input [15:0] data_in, alternate_data;
	input sel;
	output [15:0] out;
	reg [15:0] out;
	always @* begin
		case (sel)
			0: out = data_in;
			1: out = alternate_data;
			default: out = 16'bx;
		endcase
	end
endmodule
module statusReg(Z, clk, loads, Z_out);
		input Z, loads, clk;
		output Z_out;
		reg Z_out;
		wire next_Z;
		assign next_Z = loads ? Z : Z_out;			 
		always @(posedge clk) 
			Z_out <= next_Z;
endmodule
module regfile(data_in, writenum, write, readnum, clk, data_out);
	input [15:0] data_in;
	input [2:0] writenum, readnum;
	input write, clk;
	output [15:0] data_out;
	wire [15:0] data_out;
	wire [7:0] hot_write_position;
	wire [7:0] hot_read_position;
	wire [15:0] R0, R1, R2, R3, R4, R5, R6, R7;
	Decode writing(writenum, hot_write_position);
	Decode reading(readnum, hot_read_position);
	vDDFE STORE0(clk, hot_write_position[0] & write, data_in, R0);
	vDDFE STORE1(clk, hot_write_position[1] & write, data_in, R1);
	vDDFE STORE2(clk, hot_write_position[2] & write, data_in, R2);
	vDDFE STORE3(clk, hot_write_position[3] & write, data_in, R3);
	vDDFE STORE4(clk, hot_write_position[4] & write, data_in, R4);
	vDDFE STORE5(clk, hot_write_position[5] & write, data_in, R5);
	vDDFE STORE6(clk, hot_write_position[6] & write, data_in, R6);
	vDDFE STORE7(clk, hot_write_position[7] & write, data_in, R7);
	DataoutMux pickValue(R0, R1, R2, R3, 
								R4, R5, R6, R7, hot_read_position, data_out);
endmodule
module vDDFE(clk, load, indata, outdata);
	parameter n = 16;		 
	input clk, load;
	input [n-1:0] indata;
	output [n-1:0] outdata;
	reg [n-1:0] outdata;
	wire [n-1:0] nextdata;
	assign nextdata = load ? indata : outdata;
	always @(posedge clk)
		outdata = nextdata;
endmodule
module Decode(binpos, hotpos);
	input [2:0] binpos;
	output [7:0] hotpos;
	reg [7:0] hotpos;
	always @* begin
		case (binpos)
			0: hotpos = 8'b00000001;
			1: hotpos = 8'b00000010;
			2: hotpos = 8'b00000100;
			3: hotpos = 8'b00001000;
			4: hotpos = 8'b00010000;
			5: hotpos = 8'b00100000;
			6: hotpos = 8'b01000000;
			7: hotpos = 8'b10000000;
			default: hotpos = 8'bxxxxxxxx;
		endcase
	end
endmodule
module DataoutMux(outR0, outR1, outR2, outR3, outR4, outR5, outR6, outR7, select, out);
	input [15:0] outR0, outR1, outR2, outR3, outR4, outR5, outR6, outR7;
	input [7:0] select;
	output [15:0] out;
	reg [15:0] out;
	always @* begin
		case(select)
			8'b00000001: out = outR0;
			8'b00000010: out = outR1;
			8'b00000100: out = outR2;
			8'b00001000: out = outR3;
			8'b00010000: out = outR4;
			8'b00100000: out = outR5;
			8'b01000000: out = outR6;
			8'b10000000: out = outR7;
			default: out = {16{1'bx}};			 
		endcase
	end
endmodule
module shifter(in, shift, sout);
    input [15:0] in;
    input [1:0] shift;
    output [15:0] sout;
    reg [15:0] sout;
    always @* begin
         case (shift)
				2'b00: sout = in;
				2'b01: begin
							sout = in << 1;
							sout[0] = 1'b0;
						 end
				2'b10: begin
							sout = in >> 1;
							sout[15] = 1'b0;
						 end
				2'b11: begin
							sout = in >> 1;
							sout[15] = in[15];
						 end
			endcase
    end
endmodule
File: run.sh
#!/bin/bash
# OpenROAD 26Q1-2900-gdf79404cd8, Yosys 0.63+post, stock flow scripts
make -C /OpenROAD-flow-scripts/flow DESIGN_CONFIG=/design/flow/config.mk WORK_HOME=/design/flow/orfs finish
File: config.mk
export PLATFORM = sky130hd
export DESIGN_NAME = datapath
export DESIGN_NICKNAME = datapath
export VERILOG_FILES = /design/flow/design.v
export SDC_FILE = /design/flow/constraint.sdc
export NUM_CORES = 4
export LEC_CHECK = 1
export CORE_UTILIZATION = 30
File: constraint.sdc
current_design datapath

set clk_period 15.2
set clk_io_pct 0.2

create_clock -name clk0 -period $clk_period [get_ports {clk}]

set non_clock_inputs [all_inputs -no_clocks]
set_input_delay [expr $clk_period * $clk_io_pct] -clock clk0 $non_clock_inputs
set_output_delay [expr $clk_period * $clk_io_pct] -clock clk0 [all_outputs]
==> impl_metrics.py <==
# Auto-generated metrics
metrics = {
    "clock_network": {
        "cts.repair_timing.setup_buffer_count": 0,
        "post_cts_hold_buffer_count": 0,
        "post_cts_resize_count": 0,
        "worstSkewPairLatency_ns": 0.43,
        "max-clock-path-buffers": 2,
        "clk_pin_slew_worst_paths_ns": 0.07,
        "tritoncts_clock_tree": "yes",
        "clock_tree.root_cell": "clkbuf_16",
        "clock_tree.htree_level_count": 4,
        "cts-buffers-inserted": 17,
        "numClockSinks": 177,
    },
    "floorplanning": {
        "io_pins": 52,
        "floorplan.rows": 62,
        "die_height_um": 174,
        "core_area_um2": 28900,
        "fp.dieW_um": 174,
        "floorplanUtilization_pct": 30.7,
        "die-area_um2": 30200,
    },
    "logic_synthesis": {
        "post_synth_num_cell_types": 60,
        "synth.comb.largest_family": "simple AND/OR/NAND/NOR gates",
        "yosysCellCount": 674,
        "synth_chip_area_um2": 8850,
        "most_common_cell_in_the_synthesized_netlist": "edfxtp_1",
        "yosys-top-cells-count": "edfxtp_1 (177), nor2b_1 (48), nor2_1 (41)",
        "post_synth_main_area_contributors": "edfxtp_1 (60%), mux4_2 (3.8%), nor2b_1 (3.4%), ha_1 (3.1%), mux2_2 (3.1%)",
        "synth.ff_latch_count": 177,
        "top_cell_area_share_pct": 60.1,
        "ys_sh_mux_pct": 9.38,
        "ys_sh_aoi_pct": 11.2,
        "synth-adder-area-share_pct": 3.34,
        "synthSimpleGateAreaFrac_pct": 11.3,
        "synthArstFlopShare_pct": 0,
        "syn-instance-count": 674,
        "synthDominantAreaCellType": "edfxtp_1",
        "synth_xor_xnor_area_share_pct": 2.08,
        "post_synth.cell_area_avg_um2": 13.1,
        "synth_area_um2": 8850,
        "ff_type": "edfxtp_1",
        "synth-seq-area-share_pct": 60.1,
        "synth-edff-count": 177,
        "synth.yosys.warnings": 9,
    },
    "final_timing": {
        "grt_setup_unrepaired": "false",
        "final_tally_of_max_slew_violations": 0,
        "report.final.setup_viol": 0,
        "fmax_mhz": 122,
        "worst_clock_skew_ns": 0.0155,
        "final.min_clock_period_ns": 8.16,
        "hold_viol_final": 0,
        "worst_hold_slack_across_all_endpoints_ns": 0.602,
        "totalNegativeSetupSlack_ns": 0,
        "max_slew_margin_pct": 43.7,
        "worst_slew_pin_slew_ns": 0.838,
        "setup_ws_final_ns": 7.04,
        "final_cycle_share_pct": 53.7,
    },
    "global_routing": {
        "grt_util_all_layers_pct": 14.7,
        "global_route_wire_length_before_repair_um": 31700,
        "grt_start_max_net_pins": 49,
        "number_of_antenna_violations_at_the_first_check_in_global_routing": 0,
        "global_route.overflow_total": 0,
        "via_count_of_the_first_global_routing_pass": 5454,
    },
    "min_path": {
        "hp-class": "reg -> reg",
        "min_path_cells": 2,
        "min-delay-start": "REGFILE.STORE0.outdata[1]",
        "holdPathEnd": "Aregs.data_out[1]",
    },
    "critical_path": {
        "crit_path_start": "shift[1]",
        "cp_max_stage_cell": "ha_1",
        "rr_endpoint": "status.Z_out",
        "critical_path.reg2reg.startpoint": "Bregs.data_out[2]",
        "cp_slowest_stage_delay_ns": 0.74,
        "worstSetupPathType": "in -> reg",
        "start_kind": "input pin",
        "worstRegToRegCells": 14,
        "cp_cell_sequence": "clkdlybuf4s50_1 > inv_1 > ha_1 > a21oi_1 > a2bb2oi_2 > inv_1 > ha_1 > nor2b_1 > a21oi_1 > xor2_1 > ha_1 > o21ai_0 > nor2_1 > or4_1 > a21oi_1 > a21oi_1 > or4_1 > or4_1 > nor4b_2",
        "worst_path_max_fanout": 30,
        "worstSetupEndpointType": "register",
        "path_common_cell": "a21oi_1",
        "cp_data_required_time_ns": 15.46,
        "worst_setup_slack_for_register_to_register_paths_ns": 10.87,
        "critPathArrivalTime_ns": 8.42,
    },
    "power_and_ir_drop": {
        "powerDensity_nw_per_um2": 118,
        "worst_ir_drop_vdd_v": 0.0000775,
        "cellLeakagePower_uw": 0.00362,
    },
    "run": {
        "timing.max_cap.violations": 0,
        "warnings": 30,
    },
    "routing": {
        "drc": 0,
        "diodes": 0,
        "routed-via-count": 5612,
        "detail-route-antenna-nets": 0,
        "drtPass1Iterations": 7,
        "wire_per_inst_um": 18.5,
        "routed_wirelength_um": 20800,
        "drt_first_iter_violations": 404,
        "vias_per_cell": 4.99,
    },
    "finish": {
        "layout-area-overhead-vs-synth_pct": 18.2,
        "layout_cell_share_with_drive_strength_beyond_1_pct": 14.2,
        "layout.core_utilization_pct": 36.2,
    },
    "place": {
        "routabilityCongestion": 0.893,
        "io_buffer_count": 51,
        "post-dp-hpwl_um": 14100,
        "placement.setup.worst_slack_ns": 6.66,
    },
    "outcome": {
        "status": "finished, final reports clean",
    },
}
==> through the flow <==
| step | power (uW) | instance area (um2) | instances |
|---|---|---|---|
| floorplan | 714 | 8850 | 674 |
| global route | 1290 | 10500 | 1124 |
| global placement | 786 | 9820 | 1092 |
| detailed placement | 785 | 9820 | 1092 |
| finish | 1240 | 10500 | 1124 |
| CTS | 1250 | 10500 | 1124 |
==> cell families after synthesis <==
kind of cell,count (synthesis)
flip-flops,177
AND-OR/OR-AND,145
adder cells (fa/ha/maj),23
XOR/XNOR,21
multiplexers,61
buffers and inverters,57
AND/OR/NAND/NOR,190
==> power breakdown <==
group	total, uW	internal [uW]	switching [uW]
Clock	462	255	207
Combinational	191	82.8	108
Sequential	584	572	12.3
Total	1240	909	328
==> final cells by class <==
cell class	instances	area, um2
flip-flops and latches	177	5320
fillers	2736	18400
well taps	384	480
inverters	22	82.6
clock buffers	17	425
repair buffers	69	636
clock inverters	15	215
multi-input cells	440	3300
==> critical path, delay by kind of cell <==
kind / cells / cell delay, ns
xor+xnor: 1 / 0.16
simple gates: 6 / 1.94
compound gates: 6 / 0.98
fa+ha+maj: 3 / 1.25
buf+inv: 3 / 1.05
==> per-layer routing <==
metal | GRT usage (%) | share of wire, %
met1 | 20.6 | 43
met2 | 22.8 | 47
met3 | 6.47 | 9.4
met4 | 1.43 | 0.91
met5 | 0 | 0
==> worst max path at each step <==
stage	endpoint	cells after the start	slack, ns
CTS	status.Z_out	17	7.09
global route	status.Z_out	17	6.69
finish	status.Z_out	19	7.04
==> layout by cell type, fill, tap and decap left out, types with 9 or more instances in the layout <==
master / count
buf_4: 18
edfxtp_1: 177
nand2_1: 40
clkdlybuf4s50_1: 49
o21ai_0: 29
a21oi_1: 37
a221oi_1: 17
mux2i_1: 21
nor2b_1: 48
ha_1: 22
xor2_1: 9
nand3_1: 11
inv_1: 22
mux2_2: 24
mux4_2: 15
xnor2_1: 12
nor3_1: 15
nor2_1: 41
clkbuf_16: 17
Power and IR drop assume default switching activity.
